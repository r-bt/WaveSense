**design/flow/config.mk**
```make
export PLATFORM = sky130hd
export DESIGN_NAME = csi_extractor_slave_stream_v1_0_S00_AXIS
export DESIGN_NICKNAME = csi_extractor_slave_stream_v1_0_S00_AXIS
export VERILOG_FILES = /design/flow/design.v
export SDC_FILE = /design/flow/constraint.sdc
export NUM_CORES = 4
export LEC_CHECK = 1
export CORE_AREA = 10 10 70 70
export DIE_AREA = 0 0 80 80
export SYNTH_HDL_FRONTEND = slang
```
**design/flow/constraint.sdc**
```tcl
current_design csi_extractor_slave_stream_v1_0_S00_AXIS

set clk_period 1.1
set clk_io_pct 0.2

create_clock -name clk0 -period $clk_period [get_ports {S_AXIS_ACLK}]

set non_clock_inputs [all_inputs -no_clocks]
set_input_delay [expr $clk_period * $clk_io_pct] -clock clk0 $non_clock_inputs
set_output_delay [expr $clk_period * $clk_io_pct] -clock clk0 [all_outputs]
```
**design/flow/design.v**
```verilog
`timescale 1 ns / 1 ps
	module csi_extractor_slave_stream_v1_0_S00_AXIS #
	(
		parameter integer C_S_AXIS_TDATA_WIDTH	= 32
	)
	(
		input wire  S_AXIS_ACLK,
		input wire  S_AXIS_ARESETN,
		output wire  S_AXIS_TREADY,
		input wire [C_S_AXIS_TDATA_WIDTH-1 : 0] S_AXIS_TDATA,
		input wire [(C_S_AXIS_TDATA_WIDTH/8)-1 : 0] S_AXIS_TSTRB,
		input wire  S_AXIS_TLAST,
		input wire  S_AXIS_TVALID
	);
	function integer clogb2 (input integer bit_depth);
	  begin
	    for(clogb2=0; bit_depth>0; clogb2=clogb2+1)
	      bit_depth = bit_depth >> 1;
	  end
	endfunction
	localparam NUMBER_OF_INPUT_WORDS  = 8;
	localparam bit_num  = clogb2(NUMBER_OF_INPUT_WORDS-1);
	parameter [1:0] IDLE = 1'b0,         
	                WRITE_FIFO  = 1'b1;  
	wire  	axis_tready;
	reg mst_exec_state;  
	genvar byte_index;     
	wire fifo_wren;
	reg fifo_full_flag;
	reg [bit_num-1:0] write_pointer;
	  reg writes_done;
	assign S_AXIS_TREADY	= axis_tready;
	always @(posedge S_AXIS_ACLK) 
	begin  
	  if (!S_AXIS_ARESETN) 
	    begin
	      mst_exec_state <= IDLE;
	    end  
	  else
	    case (mst_exec_state)
	      IDLE: 
	          if (S_AXIS_TVALID)
	            begin
	              mst_exec_state <= WRITE_FIFO;
	            end
	          else
	            begin
	              mst_exec_state <= IDLE;
	            end
	      WRITE_FIFO: 
	        if (writes_done)
	          begin
	            mst_exec_state <= IDLE;
	          end
	        else
	          begin
	            mst_exec_state <= WRITE_FIFO;
	          end
	    endcase
	end
	assign axis_tready = ((mst_exec_state == WRITE_FIFO) && (write_pointer <= NUMBER_OF_INPUT_WORDS-1));
	always@(posedge S_AXIS_ACLK)
	begin
	  if(!S_AXIS_ARESETN)
	    begin
	      write_pointer <= 0;
	      writes_done <= 1'b0;
	    end  
	  else
	    if (write_pointer <= NUMBER_OF_INPUT_WORDS-1)
	      begin
	        if (fifo_wren)
	          begin
	            write_pointer <= write_pointer + 1;
	            writes_done <= 1'b0;
	          end
	          if ((write_pointer == NUMBER_OF_INPUT_WORDS-1)|| S_AXIS_TLAST)
	            begin
	              writes_done <= 1'b1;
	            end
	      end  
	end
	assign fifo_wren = S_AXIS_TVALID && axis_tready;
	generate 
	  for(byte_index=0; byte_index<= (C_S_AXIS_TDATA_WIDTH/8-1); byte_index=byte_index+1)
	  begin:FIFO_GEN
	    reg  [(C_S_AXIS_TDATA_WIDTH/4)-1:0] stream_data_fifo [0 : NUMBER_OF_INPUT_WORDS-1];
	    always @( posedge S_AXIS_ACLK )
	    begin
	      if (fifo_wren) 
	        begin
	          stream_data_fifo[write_pointer] <= S_AXIS_TDATA[(byte_index*8+7) -: 8];
	        end  
	    end  
	  end		
	endgenerate
	endmodule
```
**design/flow/run.sh**
```bash
#!/bin/bash
# OpenROAD 26Q1-2900-gdf79404cd8, Yosys 0.63+post, stock flow scripts
make -C /OpenROAD-flow-scripts/flow DESIGN_CONFIG=/design/flow/config.mk WORK_HOME=/design/flow/orfs finish
```
==> flow_metrics.tcl <==
# flow metrics
set metrics [dict create \
    cp_cell_sequence "ha_1, ha_1, o21ai_0, o21ai_1" \
    r2r_slack_ns 0.07 \
    warnings 61 \
    crit_path_end_kind "flip-flop" \
    tritoncts "built" \
    grt_max_degree 10 \
    r2r_start "write_pointer[0]" \
    area_growth_pct 60.80 \
    fin_area_um2 354.1 \
    wl_per_cell_um 5.861 \
    period_needed_ns 1.026 \
    ir_worst_vdd_mv 0.1544 \
    worstRegToRegCells 4 \
    yosys_warnings 0 \
    grt_pass1_wl_um 765 \
    slew_headroom 0.8009 \
    p_leak_nw 0.1331 \
    path_clk_slew_ns 0.04 \
    dp_hpwl_um 348 \
    hold_buffers 0 \
    ys.flops 5 \
    edf_count 0 \
    yosysTopAreaCellShare 0.4545 \
    rsz0062_at_grt "false" \
    maxCapViolCount 0 \
    routedLengthMet1_um 191 \
    worst_r2r_endpoint "writes_done" \
    hold_violations 0 \
    synth.avg_cell_area_um2 9.175 \
    met3WireLength_um 2 \
    worst_slew_pin_slew_ns 0.2977 \
    grt_pass1_vias 180 \
    drtAntennaViolNets 0 \
    synth_seq_share 0.4545 \
    antenna_found_initial 0 \
    area_leaders "dfxtp_1, ha_1, o21ai_1" \
    cts_setup_buffers 0 \
    drv_slew 0 \
    core-area_mm2 0.003416 \
    viasPerCell 2.418 \
    io-pin-count 41 \
    path_class "flip-flop to flip-flop" \
    cts_buffers 3 \
    dieHeight_um 80 \
    postSynthCellCount 24 \
    async_reset_ff_frac 0 \
    synthDistinctLibCells 11 \
    fp_util 0.06447 \
    finalSetupViolations 0 \
    gp_congestion 0.7227 \
    status "finished, final reports clean" \
    cts_resized 2 \
    chipArea_mm2 0.006400 \
    root_buffer "clkbuf_4" \
    die-width_um 80 \
    n_fill_cell 400 \
    first_pass_iters 2 \
    min_path_type "flip-flop to flip-flop" \
    netlist_area_um2 220.2 \
    grt_use_total 0.01413 \
    arrival_ns 1.15 \
    n_antenna_cell 0 \
    path_common_cell "ha_1" \
    setup_ws_ns 0.07445 \
    first_iter_violations 1 \
    cts_sinks 5 \
    placed_area_um2 327.8 \
    yosys_area_um2 220.2 \
    crit_slowest_cell "dfxtp_1" \
    skew_ns 0.004352 \
    yosysMostFrequentCell "dfxtp_1" \
    cp-startpoint "write_pointer[0]" \
    routed_wl_um 463 \
    max_stage_delay_ns 0.32 \
    wl_met2_um 250 \
    finalClockPeriodUsage 0.9323 \
    netlist_top_cells_count "dfxtp_1, nand2_1, o21ai_1" \
    maxUsedRoutingLayer "met4" \
    max_clock_freq_mhz 975.1 \
    synthFlopType "dfxtp_1" \
    yosys_cells 24 \
    drc 0 \
    hold_end "write_pointer[2]" \
    place_ws_ns -0.05222 \
    min_path_cells 2 \
    gr-total-overflow 0 \
    cts_htree_levels 1 \
    crit_path_max_fanout 3 \
    start_kind "flip-flop" \
    row_count 21 \
    worstSkewPairLatency_ns 0.24 \
    p_per_area_mw_per_mm2 1291 \
    worstHoldStart "write_pointer[2]" \
    vias 191 \
    cp.required_ns 1.22 \
    synth_top_cell_by_area "dfxtp_1" \
    clockBufferDepth 2 \
    tns_ns 0 \
    port_buffers 4 \
    drive_gt1_frac 0.2121 \
]
-- stage by stage --
stage	hold slack [ns]	util	total power [mW]	cells
floorplan	0.3586	-	0.2219	24
global placement	0.4343	0.09597	0.2490	75
detailed placement	0.4483	0.09597	0.2519	75
CTS	0.4559	0.1037	0.4678	79
global route	0.4673	0.1037	0.4901	79
finish	0.4511	0.1037	0.4570	79
-- cell families after synthesis --
| logic type | after synthesis | share of synthesized area |
|---|---|---|
| adder cells (fa/ha/maj) | 2 | 0.1136 |
| AND/OR/NAND/NOR | 10 | 0.2613 |
| flip-flops | 5 | 0.4546 |
| buffers and inverters | 1 | 0.02271 |
| AND-OR/OR-AND | 6 | 0.1477 |
-- flip-flops by register name, indices dropped and copies added (netlist names) --
name,cells
S_AXIS_TREADY,1
write_pointer,3
writes_done,1
-- layout by cell type, fill, tap and decap left out --
cell type	instances
o21ai_0	1
ha_1	2
a21boi_1	1
clkbuf_1	1
clkbuf_4	3
nand2_1	4
buf_4	2
nand4_1	2
dfxtp_2	1
clkdlybuf4s50_1	3
o21ai_1	4
dfxtp_1	4
and2_4	1
nand2b_1	2
dlygate4sd2_1	1
nand4b_1	1
-- cell type report --
cell class | instances | area [um2] | share of cell area
multi-input combinational | 18 | 115.1 | 0.3251
tap | 46 | 57.56 | 0.1625
sequential | 5 | 101.3 | 0.2862
clock buffer | 4 | 26.28 | 0.07420
timing repair buffer | 6 | 53.80 | 0.1519
-- worst max path at each step --
stage / endpoint / cells past startpoint
6_report: writes_done / 4
4_1_cts: writes_done / 4
5_1_grt: writes_done / 4
-- power by group --
group	switching [mW]	internal, mW
clock	0.0723	0.137
combinational	0.0205	0.0295
sequential	0.00539	0.192
-- worst max-delay path, delay by kind of cell (launching register included) --
kind | cells | cell delay, ns
adders and majority gates | 2 | 0.37
AOI/OAI and AO/OA | 2 | 0.22
DFF | 1 | 0.32
-- per-layer routing --
layer  up-vias  global-route usage
li1        103                   -
met1        84             0.01664
met2         2             0.02247
met3         2            0.002273
met4         0             0.01056
met5         -                   0
Power figures rest on the tool's default switching activity, not on a simulated workload.
