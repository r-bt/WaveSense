===== ./run.sh =====
#!/bin/bash
# OpenROAD 26Q1-2900-gdf79404cd8, Yosys 0.63+post, stock flow scripts
make -C /OpenROAD-flow-scripts/flow DESIGN_CONFIG=/design/flow/config.mk WORK_HOME=/design/flow/orfs finish

===== ./config.mk =====
export PLATFORM = sky130hd
export DESIGN_NAME = csi_extractor_master_stream_v1_0_M00_AXIS
export DESIGN_NICKNAME = csi_extractor_master_stream_v1_0_M00_AXIS
export VERILOG_FILES = /design/flow/design.v
export SDC_FILE = /design/flow/constraint.sdc
export NUM_CORES = 4
export LEC_CHECK = 1
export CORE_AREA = 10 10 76 76
export DIE_AREA = 0 0 86 86
export SYNTH_HDL_FRONTEND = slang

===== ./constraint.sdc =====
current_design csi_extractor_master_stream_v1_0_M00_AXIS

set clk_period 1.4
set clk_io_pct 0.2

create_clock -name clk0 -period $clk_period [get_ports {M_AXIS_ACLK}]

set non_clock_inputs [all_inputs -no_clocks]
set_input_delay [expr $clk_period * $clk_io_pct] -clock clk0 $non_clock_inputs
set_output_delay [expr $clk_period * $clk_io_pct] -clock clk0 [all_outputs]

===== ./design.v =====
`timescale 1 ns / 1 ps
	module csi_extractor_master_stream_v1_0_M00_AXIS #
	(
		parameter integer C_M_AXIS_TDATA_WIDTH	= 32,
		parameter integer C_M_START_COUNT	= 32
	)
	(
		input wire  M_AXIS_ACLK,
		input wire  M_AXIS_ARESETN,
		output wire  M_AXIS_TVALID,
		output wire [C_M_AXIS_TDATA_WIDTH-1 : 0] M_AXIS_TDATA,
		output wire [(C_M_AXIS_TDATA_WIDTH/8)-1 : 0] M_AXIS_TSTRB,
		output wire  M_AXIS_TLAST,
		input wire  M_AXIS_TREADY
	);
	localparam NUMBER_OF_OUTPUT_WORDS = 8;                                               
	function integer clogb2 (input integer bit_depth);                                   
	  begin                                                                              
	    for(clogb2=0; bit_depth>0; clogb2=clogb2+1)                                      
	      bit_depth = bit_depth >> 1;                                                    
	  end                                                                                
	endfunction                                                                          
	localparam integer WAIT_COUNT_BITS = clogb2(C_M_START_COUNT-1);                      
	localparam bit_num  = clogb2(NUMBER_OF_OUTPUT_WORDS);                                
	parameter [1:0] IDLE = 2'b00,         
	                INIT_COUNTER  = 2'b01,  
	                SEND_STREAM   = 2'b10;  
	reg [1:0] mst_exec_state;                                                            
	reg [bit_num-1:0] read_pointer;                                                      
	reg [WAIT_COUNT_BITS-1 : 0] 	count;
	wire  	axis_tvalid;
	reg  	axis_tvalid_delay;
	wire  	axis_tlast;
	reg  	axis_tlast_delay;
	reg [C_M_AXIS_TDATA_WIDTH-1 : 0] 	stream_data_out;
	wire  	tx_en;
	reg  	tx_done;
	assign M_AXIS_TVALID	= axis_tvalid_delay;
	assign M_AXIS_TDATA	= stream_data_out;
	assign M_AXIS_TLAST	= axis_tlast_delay;
	assign M_AXIS_TSTRB	= {(C_M_AXIS_TDATA_WIDTH/8){1'b1}};
	always @(posedge M_AXIS_ACLK)                                             
	begin                                                                     
	  if (!M_AXIS_ARESETN)                                                    
	    begin                                                                 
	      mst_exec_state <= IDLE;                                             
	      count    <= 0;                                                      
	    end                                                                   
	  else                                                                    
	    case (mst_exec_state)                                                 
	      IDLE:                                                               
	            mst_exec_state  <= INIT_COUNTER;                              
	      INIT_COUNTER:                                                       
	        if ( count == C_M_START_COUNT - 1 )                               
	          begin                                                           
	            mst_exec_state  <= SEND_STREAM;                               
	          end                                                             
	        else                                                              
	          begin                                                           
	            count <= count + 1;                                           
	            mst_exec_state  <= INIT_COUNTER;                              
	          end                                                             
	      SEND_STREAM:                                                        
	        if (tx_done)                                                      
	          begin                                                           
	            mst_exec_state <= IDLE;                                       
	          end                                                             
	        else                                                              
	          begin                                                           
	            mst_exec_state <= SEND_STREAM;                                
	          end                                                             
	    endcase                                                               
	end                                                                       
	assign axis_tvalid = ((mst_exec_state == SEND_STREAM) && (read_pointer < NUMBER_OF_OUTPUT_WORDS));
	assign axis_tlast = (read_pointer == NUMBER_OF_OUTPUT_WORDS-1);                                
	always @(posedge M_AXIS_ACLK)                                                                  
	begin                                                                                          
	  if (!M_AXIS_ARESETN)                                                                         
	    begin                                                                                      
	      axis_tvalid_delay <= 1'b0;                                                               
	      axis_tlast_delay <= 1'b0;                                                                
	    end                                                                                        
	  else                                                                                         
	    begin                                                                                      
	      axis_tvalid_delay <= axis_tvalid;                                                        
	      axis_tlast_delay <= axis_tlast;                                                          
	    end                                                                                        
	end                                                                                            
	always@(posedge M_AXIS_ACLK)                                               
	begin                                                                            
	  if(!M_AXIS_ARESETN)                                                            
	    begin                                                                        
	      read_pointer <= 0;                                                         
	      tx_done <= 1'b0;                                                           
	    end                                                                          
	  else                                                                           
	    if (read_pointer <= NUMBER_OF_OUTPUT_WORDS-1)                                
	      begin                                                                      
	        if (tx_en)                                                               
	          begin                                                                  
	            read_pointer <= read_pointer + 1;                                    
	            tx_done <= 1'b0;                                                     
	          end                                                                    
	      end                                                                        
	    else if (read_pointer == NUMBER_OF_OUTPUT_WORDS)                             
	      begin                                                                      
	        tx_done <= 1'b1;                                                         
	      end                                                                        
	end                                                                              
	assign tx_en = M_AXIS_TREADY && axis_tvalid;   
	    always @( posedge M_AXIS_ACLK )                  
	    begin                                            
	      if(!M_AXIS_ARESETN)                            
	        begin                                        
	          stream_data_out <= 1;                      
	        end                                          
	      else if (tx_en) 
	        begin                                        
	          stream_data_out <= read_pointer + 32'b1;   
	        end                                          
	    end                                              
	endmodule

==> run_results.csv <==
group,metric,value,unit
synthesis,yosys_warnings,0,
worst_setup_path,crit_path_frequent_cell,"ha_4",
synthesis,synth_top_cell_by_area,"dfxtp_1",
detailed_routing,first_iter_violations,51,
worst_setup_path,crit_fanout,3,
timing,fin_crit_sh,99.6,%
clock_tree,cts_tree,"yes",
power,power,1.09,mW
global_routing,grt-ovfl-total,0,
status,status,"finished clean",
timing,rsz0062_at_grt,"yes",
timing,finalSetupViolations,0,
placed_design,io_buffers,9,
min_path,hold_class,"flop to flop",
detailed_routing,antenna_cells,0,
synthesis,synth-area-yosys,1060,sq um
placed_design,place_congestion,0.781,
global_routing,grt.busiest_layer,"met2",
timing,final-hold-violation-count,0,
die,fp_util,25.8,%
synthesis,synth_cells,113,
worst_setup_path,slowest_delay,0.34,ns
worst_setup_path,crit_chain,"ha_4 -> and3_4 -> ha_4 -> nor2b_4 -> buf_4 -> mux2i_1 -> nor2b_1",
detailed_routing,wl_per_cell,10.3,um
synthesis,ys_cells,113,
cells_and_area,area_growth,17.6,%
detailed_routing,dr.pass1.iters,2,
global_routing,grt_pass1_vias,674,
power,p_leak,0.580,nW
clock_tree,clk-insertion-delay-late,0.25,ns
synthesis,ys.flops,20,
clock_tree,clock_tree.buffer_depth,2,
cells_and_area,nFillCells,421,
die,die_x,86,um
die,ioPinCount,41,
detailed_routing,drc,0,
power,vdd_ir_drop_max,0.283,mV
run,cap_viol_max_count,0,
worst_setup_path,required,1.55,ns
detailed_routing,vias_per_cell,3.66,
synthesis,ys_seq_share,37.7,%
worst_setup_path,crit_type,"flop to flop",
global_routing,antenna_found_initial,0,
worst_setup_path,path_buffers,1,
synthesis,synth.area.top_cells,"dfxtp_1, buf_4, ha_1",
worst_setup_path,critPathTopFamily,"simple AND/OR/NAND/NOR gates",
global_routing,use_met2,6.69,%
global_routing,use_met1,6.10,%
detailed_routing,detail-route-antenna-nets,0,
cells_and_area,layout-drive-gt1-share,16.3,%
global_routing,use_met3,1.81,%
global_routing,grt_max_degree,22,
die,chipArea,7400,sq um
clock_tree,cts_root_buf,"clkbuf_8",
worst_setup_path,arrival,1.54,ns
clock_tree,h-tree-depth,1,
cells_and_area,mi_logic_area,534,sq um
worst_setup_path,endpoint_kind,"flop",
power,p_per_area,871,nW/um^2
clock_tree,numCtsBuffers,3,
die,coreArea,4120,sq um
timing,max_freq,0.717,GHz
timing,hold_ws,0.450,ns
worst_setup_path,worstSetupStartpointType,"flop",
detailed_routing,vias,655,
timing,drv_slew,0,
synthesis,top_cell_area_share,37.7,%
synthesis,ys_types,29,
timing,fin_crit,1.39,ns
global_routing,grt_pass1_wl,2.94,mm
global_routing,grt_usage,4.56,%
die,dieHeight,86,um
synthesis,synth_area,1060,sq um
clock_tree,clock_sinks,20,
placed_design,place_hpwl,1.40,mm
die,rows,23,
detailed_routing,wirelength,1.84,mm
synthesis,syn_area_per_cell,9.40,sq um
run,tool_warnings,28,
cells_and_area,seq_area,403,sq um
clock_tree,clk_pin_slew,0.07,ns
worst_setup_path,cp_slowest_cell,"dfxtp_2",
timing,finalClockSkew,0.00113,ns
==> path summary, 6_finish.rpt <==
kind                                   startpoint                end  slack (ns)  cells after the start
worst min-delay path            mst_exec_state[0]  mst_exec_state[2]        0.45                      1
worst max-delay path                     count[1]           count[4]       0.005                      7
worst min register to register  mst_exec_state[0]  mst_exec_state[2]        0.45                      1
worst max register to register           count[1]           count[4]       0.005                      7
==> routing by layer <==
metal  vias up  share of wire (%)
met2        26                 40
met4         0                2.4
met5         -                  0
met3         4                8.1
met1       288                 49
li1        337                  -
==> cell families (layout without fill, tap and decap cells) <==
| family | count (synthesis) | count (layout) | synth area share (%) |
|---|---|---|---|
| buffers and inverters | 39 | 26 | 25.8 |
| and+or+nand+nor | 31 | 31 | 17.6 |
| DFF | 20 | 20 | 37.7 |
| AOI/OAI and AO/OA | 11 | 11 | 8.24 |
| adders and majority gates | 4 | 4 | 4.71 |
| xor gates and xnor gates | 3 | 3 | 2.47 |
| muxes | 3 | 3 | 2.83 |
| other | 2 | 31 | 0.707 |
==> timing repair <==
item,in CTS,in global routing
setup buffers,0,2
hold buffers,0,0
resized,7,2
pin swaps,1,2
endpoints found under the setup margin,5,7
==> where the power goes <==
part / leakage, nW / total [mW] / internal [mW] / switching [mW]
combinational: 0.388 / 0.0717 / 0.0435 / 0.0282
sequential: 0.163 / 0.587 / 0.579 / 0.00760
clock: 0.0288 / 0.429 / 0.250 / 0.179
total: 0.580 / 1.09 / 0.872 / 0.215
==> layout make-up <==
cell class	count	area share [%]
well taps	50	5.01
multi-input cells	83	42.8
repair buffers	18	14.3
clock buffers	4	4.41
inverters	4	1.20
flip-flops and latches	20	32.3
==> cells in the final DEF (no fill, tap or decap), types with 2 or more instances in the layout <==
cell	count
conb_1	31
dfxtp_1	18
nand2_1	12
clkdlybuf4s50_1	7
buf_4	7
inv_1	4
clkbuf_8	4
nor2b_1	3
mux2i_1	3
and2_1	3
a21boi_0	3
o21a_1	2
nand3b_1	2
xnor2_1	2
a21boi_1	2
and3_1	2
ha_1	2
ha_4	2
dfxtp_2	2
dlymetal6s2s_1	2
==> registers in the layout (all words and copies together), names as in the netlist <==
register and count:
M_AXIS_TLAST 1, tx_done 1, mst_exec_state 3, M_AXIS_TVALID 1
M_AXIS_TDATA 5, count 5, read_pointer 4
==> per-stage QoR <==
stage	util [%]	instance area [sq um]	std cells	setup slack (ns)	setup TNS (ns)
floorplan	-	1180	142	0.00901	0
global placement	27.6	1140	173	-0.100	-0.648
detailed placement	27.6	1140	173	-0.115	-0.876
CTS	29.9	1230	177	-0.00113	-0.00113
global route	30.3	1250	179	-0.0817	-0.281
finish	30.3	1250	179	0.00539	0
==> synth_stat cells (all sizes together) <==
cell / count
a21boi: 6
a22oi: 1
and2: 3
and3: 3
and3b: 1
and4: 1
buf: 33
clkbuf: 2
conb: 2
dfxtp: 20
ha: 4
inv: 4
mux2i: 3
nand2: 12
nand2b: 1
nand3: 1
nand3b: 2
nand4: 2
nor2b: 4
nor3b: 1
o211a: 1
o21a: 2
o22ai: 1
xnor2: 2
xor2: 1
Power and IR drop assume default switching activity.
